==> /design/flow/design.v <==
`timescale 1 ns / 1 ps
module axis_nld_psycho_simple #
(
    parameter integer C_S_AXI_DATA_WIDTH = 32,
    parameter integer C_S_AXI_ADDR_WIDTH = 4,
    parameter integer C_AXIS_DATA_WIDTH = 16,
    parameter integer CORE_LATENCY = 4
)
(
    input wire  aclk,
    input wire  aresetn,  
    input wire [C_S_AXI_ADDR_WIDTH-1 : 0] s_axi_awaddr,
    input wire  s_axi_awvalid,
    output reg  s_axi_awready,
    input wire [C_S_AXI_DATA_WIDTH-1 : 0] s_axi_wdata,
    input wire  s_axi_wvalid,
    output reg  s_axi_wready,
    output reg [1 : 0] s_axi_bresp,
    output reg  s_axi_bvalid,
    input wire  s_axi_bready,
    input wire [C_S_AXI_ADDR_WIDTH-1 : 0] s_axi_araddr,
    input wire  s_axi_arvalid,
    output reg  s_axi_arready,
    output reg [C_S_AXI_DATA_WIDTH-1 : 0] s_axi_rdata,
    output reg [1 : 0] s_axi_rresp,
    output reg  s_axi_rvalid,
    input wire  s_axi_rready,
    input wire [C_AXIS_DATA_WIDTH-1 : 0] s_axis_tdata,
    input wire  s_axis_tlast,
    input wire  s_axis_tvalid,
    output wire s_axis_tready,
    output wire [C_AXIS_DATA_WIDTH-1 : 0] m_axis_tdata,
    output wire m_axis_tlast,
    output wire m_axis_tvalid,
    input wire  m_axis_tready
);
    reg [15:0] reg_ctrl;
    reg [15:0] reg_drive;
    always @(posedge aclk) begin
        if (~aresetn) begin
            s_axi_awready <= 1'b0;
            s_axi_wready  <= 1'b0;
            s_axi_bvalid  <= 1'b0;
            s_axi_bresp   <= 2'b00;
            reg_ctrl  <= 16'd0;       
            reg_drive <= 16'd16384;   
        end else begin
            s_axi_awready <= 1'b1;
            s_axi_wready  <= 1'b1;
            if (s_axi_awvalid && s_axi_wvalid) begin
                case (s_axi_awaddr[3:2])
                    2'h0: reg_ctrl  <= s_axi_wdata[15:0];
                    2'h1: reg_drive <= s_axi_wdata[15:0];
                    default: ;  
                endcase
                s_axi_bvalid <= 1'b1;
            end
            if (s_axi_bready && s_axi_bvalid)
                s_axi_bvalid <= 1'b0;
        end
    end
    always @(posedge aclk) begin
        if (~aresetn) begin
            s_axi_arready <= 1'b0;
            s_axi_rvalid  <= 1'b0;
            s_axi_rdata   <= 32'd0;
            s_axi_rresp   <= 2'b00;
        end else begin
            s_axi_arready <= 1'b1;
            if (s_axi_arvalid) begin
                s_axi_rvalid <= 1'b1;
                case (s_axi_araddr[3:2])
                    2'h0: s_axi_rdata <= {16'b0, reg_ctrl};
                    2'h1: s_axi_rdata <= {16'b0, reg_drive};
                    default: s_axi_rdata <= 32'd0;
                endcase
            end else if (s_axi_rready) begin
                s_axi_rvalid <= 1'b0;
            end
        end
    end
    wire signed [15:0] core_out_y;
    reg  signed [15:0] bypass_pipe [0:CORE_LATENCY-1];
    reg  [CORE_LATENCY-1:0] valid_pipe;
    reg  [CORE_LATENCY-1:0] last_pipe;
    integer i;
    wire core_en = s_axis_tvalid && m_axis_tready;
    nld_tanh_core_16 nld_core (
        .clk   (aclk),
        .rst   (~aresetn),
        .en    (core_en),
        .x     (s_axis_tdata),
        .drive (reg_drive),
        .y     (core_out_y)
    );
    always @(posedge aclk) begin
        if (~aresetn) begin
            valid_pipe <= {CORE_LATENCY{1'b0}};
            last_pipe  <= {CORE_LATENCY{1'b0}};
            for (i = 0; i < CORE_LATENCY; i = i + 1)
                bypass_pipe[i] <= 16'd0;
        end else if (m_axis_tready) begin
            valid_pipe <= {valid_pipe[CORE_LATENCY-2:0], s_axis_tvalid};
            last_pipe  <= {last_pipe[CORE_LATENCY-2:0],  s_axis_tlast};
            bypass_pipe[0] <= s_axis_tdata;
            for (i = 1; i < CORE_LATENCY; i = i + 1)
                bypass_pipe[i] <= bypass_pipe[i-1];
        end
    end
    assign s_axis_tready = m_axis_tready;
    assign m_axis_tdata  = (reg_ctrl[0]) ? core_out_y
                                         : bypass_pipe[CORE_LATENCY-1];
    assign m_axis_tvalid = valid_pipe[CORE_LATENCY-1];
    assign m_axis_tlast  = last_pipe[CORE_LATENCY-1];
endmodule
`timescale 1ns/1ps
module nld_tanh_core_16 #(
    parameter integer INT_W = 24,    
    parameter integer ACC_W = 32     
)(
    input  wire clk,
    input  wire rst,
    input  wire en,
    input  wire signed [15:0] x,        
    input  wire signed [15:0] drive,    
    output reg  signed [15:0] y         
);
    reg  signed [ACC_W-1:0] xd_acc;
    wire signed [INT_W-1:0] xd = xd_acc >>> 14;   
    reg signed [INT_W-1:0] abs_x;
    reg                   sign_s2;
    reg [7:0] lut_addr;
    reg       sign_s3;
    reg signed [15:0] tanh_lut [0:255];
    reg signed [15:0] lut_out;
    reg               sign_s4;
    initial begin
        tanh_lut[0]   = 16'h0000;
        tanh_lut[1]   = 16'h0201;
        tanh_lut[2]   = 16'h0403;
        tanh_lut[3]   = 16'h0604;
        tanh_lut[4]   = 16'h0805;
        tanh_lut[5]   = 16'h0A04;
        tanh_lut[6]   = 16'h0C02;
        tanh_lut[7]   = 16'h0DFF;
        tanh_lut[8]   = 16'h0FFA;
        tanh_lut[9]   = 16'h11F3;
        tanh_lut[10]  = 16'h13EA;
        tanh_lut[11]  = 16'h15DE;
        tanh_lut[12]  = 16'h17D0;
        tanh_lut[13]  = 16'h19BE;
        tanh_lut[14]  = 16'h1BAA;
        tanh_lut[15]  = 16'h1D92;
        tanh_lut[255] = 16'h7FE9;
    end
    always @(posedge clk) begin
        if (rst) begin
            xd_acc   <= 0;
            abs_x    <= 0;
            sign_s2  <= 0;
            sign_s3  <= 0;
            sign_s4  <= 0;
            lut_addr <= 0;
            lut_out  <= 0;
            y        <= 0;
        end else if (en) begin
            xd_acc <= x * drive;
            sign_s2 <= xd[INT_W-1];
            abs_x   <= xd[INT_W-1] ? -xd : xd;
            sign_s3 <= sign_s2;
            if (abs_x[INT_W-1:17] != 0) begin
                lut_addr <= 8'hFF;
            end else begin
                lut_addr <= abs_x[16:9];
            end
            sign_s4 <= sign_s3;
            lut_out <= tanh_lut[lut_addr];
            y <= sign_s4 ? -lut_out : lut_out;
        end
    end
endmodule
==> /design/flow/run.sh <==
#!/bin/bash
# OpenROAD 26Q1-2900-gdf79404cd8, Yosys 0.63+post, stock flow scripts
make -C /OpenROAD-flow-scripts/flow DESIGN_CONFIG=/design/flow/config.mk WORK_HOME=/design/flow/orfs finish
==> /design/flow/config.mk <==
export PLATFORM = sky130hd
export DESIGN_NAME = axis_nld_psycho_simple
export DESIGN_NICKNAME = axis_nld_psycho_simple
export VERILOG_FILES = /design/flow/design.v
export SDC_FILE = /design/flow/constraint.sdc
export NUM_CORES = 4
export LEC_CHECK = 1
export CORE_UTILIZATION = 50
==> /design/flow/constraint.sdc <==
current_design axis_nld_psycho_simple

set clk_period 17.0
set clk_io_pct 0.2

create_clock -name clk0 -period $clk_period [get_ports {aclk}]

set non_clock_inputs [all_inputs -no_clocks]
set_input_delay [expr $clk_period * $clk_io_pct] -clock clk0 $non_clock_inputs
set_output_delay [expr $clk_period * $clk_io_pct] -clock clk0 [all_outputs]
==> metrics.cfg <==
[outcome]
outcome=complete, no violations

[yosys]
synth_top_cell_by_count=inv_1
synth_cell_type_count=69
simple_gate_area_share_pct=16.5
synth_area_mm2=0.0177
synthAdderAreaFrac_pct=35.7
yosys-top-cells-count=325 x inv_1, 261 x fa_1, 257 x nand2_1, 190 x dfxtp_1, 141 x and2_1
logic_family=adder cells
yosysWarnings=3
aoi_share_pct=7.99
yosysSeqAreaShare_pct=21.5
synth_top_area_share_pct=29.6
yosysTopAreaCell=fa_1
ys_seq_elements=190
ys_sh_mux_pct=6.24
yosysCellCount=1911
ys.flop_type=dfxtp_1
synthTopCellsByArea=fa_1 30%, dfxtp_1 22%, inv_1 6.9%, ha_1 6.1%, nand2_1 5.5%
edf_count=0
ys_area_mm2=0.0177
async_flop_share_pct=0
postSynthCellCount=1911
syn_avg_cell_area_um2=9.25
xor_area_share_pct=1.98

[final_timing]
period_used_pct=56.9
hold_viol=0
finalSetupViolCount=0
max_freq_ghz=0.103
rsz0062_at_grt=false
timing.slew.headroom_pct=43.5
period_minus_slack_ps=9680
setup_tns_ps=0
slew_viol_final=0
finClkSkew_ps=11.7
tightest_slew_ps=844

[worst_setup_path]
cp_common_cell=fa_1
critPathKind=in -> reg
required_ps=17330
cp-end-kind=register
cp_slowest_stage_delay_ps=880
timing.critical_path.cells=clkdlybuf4s50_1 > buf_4 > nand2_1 > inv_1 > fa_1 > fa_1 > inv_1 > fa_1 > fa_1 > fa_1 > fa_1 > inv_1 > ha_1 > a21oi_1 > o21ai_1 > or2_2 > nor2_1 > a211oi_1 > or3_1 > a32o_1
crit_fanout=17
cp.arrival_ps=10010
critPathLaunchType=input port
rr_worst_depth=18
slowest_stage=fa_1

[clocking]
post_cts_buffers=0
cts_root_buffer=clkbuf_16
clock_path_buffers=2
numCtsBuffers=17
htree_levels=4
cts.hold.buffers_added=0
clk_pin_slew_worst_paths_ps=80
cts_tree=done
clk_latency_ps=430
cts_resized=0
clock-sinks=190

[detailed_routing]
drc_errors=0
ant_nets=0
wl_um=39200
vias=12300
drtIter0Drc=552
diodes=0
drt_pre_antenna_iters=6
viasPerCell=5.10
avgRoutedWirePerCell_um=16.2

[cells_and_area]
nFillCells=3029
register_area_mm2=0.00380
area_growth_pct=10.3
final-comb-area_mm2=0.0122
drive_gt1_share_pct=5.20

[global_routing]
antenna_found_initial=0
grt_pass1_vias=12200
overflow=0
track_usage_pct=24.6
grt_max_degree=71
grt_pass1_wl_um=65400

[floorplan]
fp_util_pct=51.0
die_area_mm2=0.0361
die_h_um=190
num_rows=68
io-pin-count=126
core_area_mm2=0.0346
dieWidth_um=190

[power_and_ir_drop]
leakage_uw=0.00915
p_total_uw=1210
powerDensity_mw_per_mm2=62.3
ir_drop_mv=0.0722

[min_path]
hold_path_depth=2
holdCritPathClass=reg -> reg

[place]
globalplace.congestion=0.901
io_buffers=85
dp_hpwl_um=29600

[run]
warnings=50
cap_violations=0

-- flip-flops by register name (all words and copies together), names as in the netlist, 4 cells and up --
| register | cells |
|---|---|
| valid_pipe | 4 |
| nld_core.lut_out | 13 |
| s_axi_rdata | 16 |
| reg_drive | 16 |
| nld_core.xd_acc | 18 |
| last_pipe | 4 |
| bypass_pipe | 64 |
| nld_core.lut_addr | 5 |
| nld_core.abs_x | 12 |
| reg_ctrl | 16 |
| nld_core.y | 16 |
-- path summary, 6_finish.rpt --
kind / start / endpoint / slack, ps
max: s_axis_tdata[15] / nld_core.xd_acc[30] / 7320
min: reg_ctrl[6] / reg_ctrl[6] / 450
max reg2reg: reg_drive[5] / nld_core.xd_acc[30] / 10320
min reg2reg: reg_ctrl[6] / reg_ctrl[6] / 450
-- layer usage --
metal / track usage, % / vias to the layer above / routed length [um]
met4: 3.35 / 0 / 632
li1: - / 5960 / -
met1: 40.2 / 6043 / 18700
met3: 5.35 / 23 / 2150
met2: 36.3 / 292 / 17700
met5: 0 / - / 0
-- layout make-up --
type	instances	share of cell area (%)
Clock buffer	18	2.25
Clock inverter	14	0.969
Sequential cell	190	19.5
Timing Repair Buffer	120	5.69
Multi-Input combinational cell	1293	62.4
Tap cell	455	2.92
Inverter	325	6.26
-- layout by cell type (no fill, tap or decap), drive strengths merged, types with 4 or more instances in the layout --
cell	instances
a211oi	4
o221a	5
nand3	12
mux2i	91
ha	86
nor2	23
clkdlybuf4s50	83
inv	334
a21o	5
o211a	18
dfxtp	190
clkinv	4
nand4	8
o211ai	4
nand2b	9
nor3	8
xnor2	17
nor2b	79
a21oi	34
clkbuf	18
a31oi	6
nand2	257
and2	142
o22ai	17
o31ai	4
o21ai	40
nor4	4
or2	4
a21boi	42
buf	37
conb	20
and3	10
mux2	17
or3	8
xor2	23
fa	261
-- through the flow --
stage	worst slack, ps	hold WS (ps)	instance area (um^2)	std cells	utilization, %
2_1_floorplan	7900	420	17700	1930	-
3_3_place_gp	6930	437	18900	2383	54.5
3_5_place_dp	6910	444	18900	2383	54.5
4_1_cts	7340	455	19500	2415	56.3
5_1_grt	6890	472	19500	2415	56.3
6_report	7320	454	19500	2415	56.3
-- cell families after synthesis --
group                    count (synthesis)
XOR/XNOR                                40
flip-flops                             190
AND-OR/OR-AND                          202
other                                    1
multiplexers                           108
adder cells (fa/ha/maj)                347
buffers and inverters                  447
AND/OR/NAND/NOR                        576
-- critical path: cells and delay by family --
kind                     cells  cell delay, ps
buffers and inverters        5             980
AND-OR/OR-AND                4             820
adder cells (fa/ha/maj)      7            3750
AND/OR/NAND/NOR              4            1030
-- power by group --
part / internal [uW] / switching [uW] / leakage, uW
sequential: 464 / 17.3 / 0.00155
clock: 219 / 201 / 0.000306
combinational: 133 / 180 / 0.00729
total: 816 / 398 / 0.00915
Power is estimated from default activity; no workload was simulated.
